$ cat flow/constraint.sdc
current_design wave_counter

set clk_period 3.9
set clk_io_pct 0.2

create_clock -name clk0 -period $clk_period [get_ports {clk}]

set non_clock_inputs [all_inputs -no_clocks]
set_input_delay [expr $clk_period * $clk_io_pct] -clock clk0 $non_clock_inputs
set_output_delay [expr $clk_period * $clk_io_pct] -clock clk0 [all_outputs]
$ cat flow/config.mk
export PLATFORM = sky130hd
export DESIGN_NAME = wave_counter
export DESIGN_NICKNAME = wave_counter
export VERILOG_FILES = /design/flow/design.v
export SDC_FILE = /design/flow/constraint.sdc
export NUM_CORES = 4
export LEC_CHECK = 1
export CORE_AREA = 10 10 104 104
export DIE_AREA = 0 0 114 114
$ cat flow/design.v
module priority_encoder(input [7:0] in, input enable, output [2:0] out);
	wire o7 = in[7];
	wire o6 = in[6] & ~o7;
	wire o5 = in[5] & ~o6 & ~o7;
	wire o4 = in[4] & ~o5 & ~o6 & ~o7;
	wire o3 = in[3] & ~o4 & ~o5 & ~o6 & ~o7;
	wire o2 = in[2] & ~o3 & ~o4 & ~o5 & ~o6 & ~o7;
	wire o1 = in[1] & ~o2 & ~o3 & ~o4 & ~o5 & ~o6 & ~o7;
	assign out[2] = (o4 | o5 | o6 | o7) & enable;
	assign out[1] = (o2 | o3 | o6 | o7) & enable;
	assign out[0] = (o1 | o3 | o5 | o7) & enable;
endmodule
module comparator(in, comp, greater, equal);
	parameter
		width = 32;
	input	[width-1:0] in, comp;
	output	greater, equal;
	assign equal = in == comp;
	assign greater = in > comp;
endmodule
module adder(inA, inB, out);
	parameter
		width = 32;
	input	[width-1:0] inA, inB;
	output	[width-1:0] out;
	assign out = inA + inB;
endmodule
module mux2(in0, in1, crtl, out);
	parameter
		width = 32;
	input	[width-1:0] in0, in1;
	input	crtl;
	output	[width-1:0] out;
	assign out = ({(width){crtl}} & in1) | ({(width){~crtl}} & in0);
endmodule
module mux4(in0, in1, in2, in3, crtl, out);
	parameter
		width = 32;
	input	[width-1:0] in0, in1, in2, in3;
	input	[1:0] crtl;
	output	[width-1:0] out;
	wire [width-1:0] o1, o2;
	mux2 #(width) m2_1(in0, in1, crtl[0], o1);
	mux2 #(width) m2_2(in2, in3, crtl[0], o2);
	mux2 #(width) m2_3(o1, o2, crtl[1], out);
endmodule
module mux8(in0, in1, in2, in3, in4, in5, in6, in7, crtl, out);
	parameter
		width = 32;
	input	[width-1:0] in0, in1, in2, in3, in4, in5, in6, in7;
	input	[2:0] crtl;
	output	[width-1:0] out;
	wire [width-1:0] o1, o2;
	mux4 #(width) m4_1(in0, in1, in2, in3, crtl[1:0], o1);
	mux4 #(width) m4_2(in4, in5, in6, in7, crtl[1:0], o2);	
	mux2 #(width) m2_3(o1, o2, crtl[2], out);
endmodule
module register(q, d, clk, enable, reset);
   parameter
            width = 32,
            reset_value = 0;
   output [(width-1):0] q;
   reg    [(width-1):0] q = 0;
   input  [(width-1):0] d;
   input                clk, enable, reset;
   always@(posedge clk)
     if (reset == 1'b1)
        q <= reset_value;
     else if (enable == 1'b1)
       q <= d;
endmodule  
module wave_counter(beg_addr, reset_val, clk, enable, out_addr);
	parameter
		addr_size = 16,
		reset_size = 10;
	input [addr_size-1:0] beg_addr;
	input [reset_size-1:0] reset_val; 
	input clk;
	input enable;
	output [addr_size-1:0] out_addr;
	wire [reset_size-1:0] count_amt = 1;
	wire [addr_size-1:0] last_addr;
	wire [reset_size-1:0] offset;
	wire [reset_size-1:0] next_offset;
	wire gt, eq;
	wire reset = ~enable | (offset >= reset_val) | ~(last_addr == beg_addr);
	register #(reset_size) offset_reg(offset, next_offset, clk, 1'b1, reset);
	register #(addr_size) last_addr_reg(last_addr, beg_addr, clk, 1'b1, ~enable);
	adder #(reset_size) offset_adder(offset, count_amt, next_offset);
	adder #(addr_size) addr_adder(offset, beg_addr, out_addr);
endmodule
$ cat flow/run.sh
#!/bin/bash
# OpenROAD 26Q1-2900-gdf79404cd8, Yosys 0.63+post, stock flow scripts
make -C /OpenROAD-flow-scripts/flow DESIGN_CONFIG=/design/flow/config.mk WORK_HOME=/design/flow/orfs finish
==> results.py <==
# Auto-generated metrics
metrics = {
    "sta": {
        "skew_ns": 0.00354,
        "fin_crit_sh_pct": 97.0,
        "fmax_mhz": 264,
        "setup_tns_ns": 0,
        "tightest_slew_ns": 0.635,
        "timing.hold.ws_ns": 0.590,
        "setup_viol": 0,
        "slew_headroom_pct": 57.5,
        "rsz0062_at_grt": "false",
        "hold_viol_final": 0,
        "slew_viol_final": 0,
        "min_period_ns": 3.78,
    },
    "synthesis": {
        "ys_types": 38,
        "yosys-stat-area_sq_mm": 0.00183,
        "syn_area_sq_mm": 0.00183,
        "synthArstFlopShare_pct": 0,
        "synth-edff-count": 0,
        "ys.flop_type": "dfxtp_1",
        "syn_inst": 198,
        "yosys.stat.seqShare_pct": 28.4,
        "ys.flops": 26,
        "avgSynthCellArea_sq_um": 9.25,
        "ys_cells": 198,
        "yosysWarnings": 3,
    },
    "layout": {
        "final_cells": 364,
        "syn2layout_area_growth_pct": 47.6,
        "drive_gt1_share_pct": 20.3,
        "layout.cells.most_common": "clkdlybuf4s50_1",
        "nFillCells": 887,
        "utilization_pct": 31.2,
        "final_cell_mix": "clkdlybuf4s50_1 (37), dfxtp_1 (26), xor2_1 (21)",
    },
    "die": {
        "core_area_sq_mm": 0.00868,
        "io_pins": 44,
        "die_w_um": 114,
        "initCoreUtil_pct": 21.1,
        "die_area_sq_mm": 0.0130,
        "chipHeight_um": 114,
        "fp-row-count": 34,
    },
    "setup_path": {
        "cp_num_buf_inv": 2,
        "cpMaxStageDelayCell": "clkdlybuf4s50_1",
        "rr_endpoint": "offset_reg.q[9]$_SDFF_PP0_",
        "cp.arrival_ns": 3.00,
        "rr_worst_depth": 7,
        "critPathLaunchType": "input pin",
        "end_kind": "primary output",
        "path_cells": "dlygate4sd2_1, ha_2, fa_2, a211oi_4, o21bai_1, a31o_1, a21oi_1, xnor2_1, clkdlybuf4s50_1",
        "cp_top_family": "AND-OR/OR-AND gates",
        "r2r_slack_ns": 1.74,
        "path_max_fanout": 2,
        "path_class": "in -> out",
        "cpPeakStageDelay_ns": 0.49,
        "r2r_start": "offset_reg.q[0]$_SDFF_PP0_",
        "worstPathRequired_ns": 3.12,
    },
    "placement": {
        "gp_congestion": 0.839,
        "io_buffers": 43,
        "hpwlAfterDp_um": 3760,
        "dp.cells": 360,
    },
    "clock_tree": {
        "clk_path_buf_depth": 2,
        "cts_max_level": 1,
        "cts_tree": "yes",
        "cts.sinks": 26,
        "path_clk_slew_ns": 0.08,
        "cts_made_buffers": 3,
        "insertion_delay_ns": 0.26,
        "post-cts-setup-buffers": 0,
        "cts_root_buf": "clkbuf_8",
    },
    "drt": {
        "via_per_inst": 4.13,
        "drtPass1Iterations": 4,
        "num_antenna_cells": 0,
        "routed_wl_um": 4520,
        "wl_per_cell_um": 12.4,
        "ant_nets": 0,
        "vias": 1505,
        "drt_iter0_drc": 50,
        "drc": 0,
    },
    "min_path": {
        "whs_path_depth": 1,
        "hp-start": "offset_reg.q[0]$_SDFF_PP0_",
        "whs_endpoint": "offset_reg.q[0]$_SDFF_PP0_",
        "hold_path_class": "reg -> reg",
    },
    "run": {
        "cap_violations": 0,
        "openroad.warnings": 26,
    },
    "global_route": {
        "antenna_found_initial": 0,
        "grt_pass1_vias": 1582,
        "grt_util_all_layers_pct": 7.08,
        "grt_pass1_wl_um": 7730,
        "grt_max_degree": 18,
        "grt_overflow": 0,
    },
    "pwr": {
        "p_leak_uw": 0.00112,
        "max-vdd-ir-drop_uv": 155,
        "cellPowerDensity_mw_per_mm2": 225,
    },
    "status": {
        "status": "finished, final reports clean",
    },
}
==> logic make-up (layout without fill, tap and decap cells) <==
kind of cell | count (synthesis) | in the layout | synth area share [%]
DFF | 26 | 26 | 28.4
buffers and inverters | 16 | 74 | 3.69
xor gates and xnor gates | 38 | 38 | 18.6
AOI/OAI and AO/OA | 31 | 31 | 11.6
adders and majority gates | 22 | 22 | 15.4
and+or+nand+nor | 65 | 65 | 22.3
==> cell type report <==
type	instances	area (sq um)	area share [%]
Multi-Input combinational cell	156	1390	51.2
Timing Repair Buffer	56	539	19.9
Sequential cell	26	520	19.3
Tap cell	108	135	5.00
Inverter	14	52.6	1.94
Clock buffer	3	41.3	1.53
Clock inverter	1	30.0	1.11
==> registers in the layout, summed over array words and instances (netlist names) <==
signal,flops
last_addr_reg.q,16
offset_reg.q,10
==> timing repair <==
item                       in CTS  in global routing
hold buffers                    0                  0
setup endpoints to repair       7                  9
gates resized                   9                 22
pin swaps                       4                  7
==> synth_stat cells (2+ instances only) <==
| cell type | instances | share of area (%) |
|---|---|---|
| a211oi_1 | 4 | 1.6 |
| a21o_1 | 4 | 1.6 |
| a21o_2 | 2 | 0.96 |
| a21oi_1 | 9 | 2.5 |
| and2_1 | 15 | 5.1 |
| dfxtp_1 | 26 | 28 |
| ha_1 | 21 | 14 |
| inv_1 | 14 | 2.9 |
| nand2_1 | 5 | 1.0 |
| nand3_1 | 7 | 1.9 |
| nand4_1 | 2 | 0.68 |
| nand4b_1 | 2 | 0.96 |
| nor2_1 | 10 | 2.0 |
| nor3_1 | 2 | 0.55 |
| nor3_2 | 10 | 5.5 |
| nor3b_1 | 2 | 0.82 |
| nor4_1 | 4 | 1.4 |
| o211ai_1 | 2 | 0.82 |
| o21ai_0 | 3 | 0.82 |
| xnor2_1 | 16 | 7.7 |
| xor2_1 | 21 | 10 |
==> where the power goes <==
group	total (uW)	internal (uW)	switching, uW
logic	112	68.8	43.0
registers	278	274	3.50
clock network	218	137	80.5
==> metrics by stage <==
step / power (uW) / cell area (sq um) / setup slack, ns
2_1_floorplan: 324 / 1830 / 0.782
3_3_place_gp: 392 / 2480 / -0.283
3_5_place_dp: 392 / 2480 / -0.292
4_1_cts: 610 / 2580 / -0.0260
5_1_grt: 635 / 2700 / 0.00612
6_report: 607 / 2700 / 0.118
==> metal layers <==
metal | up-vias | wire length (um) | share of wire [%] | GRT usage (%)
li1 | 805 | - | - | -
met2 | 34 | 1910 | 42 | 11.1
met4 | 0 | 24 | 0.53 | 0.585
met1 | 664 | 2230 | 49 | 9.78
met3 | 2 | 349 | 7.7 | 2.13
met5 | - | 0 | 0 | 0
==> how the worst max path moves through the flow <==
stage / cells after the start / start / end / slack, ns
4_1_cts: 10 / beg_addr[1] / out_addr[7] / -0.03
5_1_grt: 10 / beg_addr[0] / out_addr[14] / 0.006
6_report: 9 / beg_addr[0] / out_addr[8] / 0.12
Power is estimated from default activity; no workload was simulated.
