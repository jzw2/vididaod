==> design/flow/design.v <==
module priority_encoder(input [7:0] in, input enable, output [2:0] out);
	wire o7 = in[7];
	wire o6 = in[6] & ~o7;
	wire o5 = in[5] & ~o6 & ~o7;
	wire o4 = in[4] & ~o5 & ~o6 & ~o7;
	wire o3 = in[3] & ~o4 & ~o5 & ~o6 & ~o7;
	wire o2 = in[2] & ~o3 & ~o4 & ~o5 & ~o6 & ~o7;
	wire o1 = in[1] & ~o2 & ~o3 & ~o4 & ~o5 & ~o6 & ~o7;
	assign out[2] = (o4 | o5 | o6 | o7) & enable;
	assign out[1] = (o2 | o3 | o6 | o7) & enable;
	assign out[0] = (o1 | o3 | o5 | o7) & enable;
endmodule
module comparator(in, comp, greater, equal);
	parameter
		width = 32;
	input	[width-1:0] in, comp;
	output	greater, equal;
	assign equal = in == comp;
	assign greater = in > comp;
endmodule
module adder(inA, inB, out);
	parameter
		width = 32;
	input	[width-1:0] inA, inB;
	output	[width-1:0] out;
	assign out = inA + inB;
endmodule
module mux2(in0, in1, crtl, out);
	parameter
		width = 32;
	input	[width-1:0] in0, in1;
	input	crtl;
	output	[width-1:0] out;
	assign out = ({(width){crtl}} & in1) | ({(width){~crtl}} & in0);
endmodule
module mux4(in0, in1, in2, in3, crtl, out);
	parameter
		width = 32;
	input	[width-1:0] in0, in1, in2, in3;
	input	[1:0] crtl;
	output	[width-1:0] out;
	wire [width-1:0] o1, o2;
	mux2 #(width) m2_1(in0, in1, crtl[0], o1);
	mux2 #(width) m2_2(in2, in3, crtl[0], o2);
	mux2 #(width) m2_3(o1, o2, crtl[1], out);
endmodule
module mux8(in0, in1, in2, in3, in4, in5, in6, in7, crtl, out);
	parameter
		width = 32;
	input	[width-1:0] in0, in1, in2, in3, in4, in5, in6, in7;
	input	[2:0] crtl;
	output	[width-1:0] out;
	wire [width-1:0] o1, o2;
	mux4 #(width) m4_1(in0, in1, in2, in3, crtl[1:0], o1);
	mux4 #(width) m4_2(in4, in5, in6, in7, crtl[1:0], o2);	
	mux2 #(width) m2_3(o1, o2, crtl[2], out);
endmodule
==> design/flow/run.sh <==
#!/bin/bash
# OpenROAD 26Q1-2900-gdf79404cd8, Yosys 0.63+post, stock flow scripts
make -C /OpenROAD-flow-scripts/flow DESIGN_CONFIG=/design/flow/config.mk WORK_HOME=/design/flow/orfs finish
==> design/flow/config.mk <==
export PLATFORM = sky130hd
export DESIGN_NAME = mux8
export DESIGN_NICKNAME = mux8
export VERILOG_FILES = /design/flow/design.v
export SDC_FILE = /design/flow/constraint.sdc
export NUM_CORES = 4
export LEC_CHECK = 1
export CORE_AREA = 10 10 127 127
export DIE_AREA = 0 0 137 137
==> design/flow/constraint.sdc <==
current_design mux8

set clk_period 1.9
set clk_io_pct 0.2

create_clock -name clk0 -period $clk_period

set non_clock_inputs [all_inputs -no_clocks]
set_input_delay [expr $clk_period * $clk_io_pct] -clock clk0 $non_clock_inputs
set_output_delay [expr $clk_period * $clk_io_pct] -clock clk0 [all_outputs]
==> impl_metrics.csv <==
group,metric,value,unit
critical_path,worstPathCellList,"buf_16, buf_12, buf_8, buf_6, mux4_2, mux2_4, buf_6",
synthesis,yosys_warnings,0,
sta,hold_viol,0,
sta,max_freq,467,MHz
job,maxCapViolCount,0,
run_status,outcome,"finished, violations left",
synthesis,syn_area_per_cell,18.2,um2
floorplanning,initial_core_util,15.5,%
job,warnings,34,
placement,placed_cell_area,0.00530,mm2
grt,antenna_found_initial,5,
grt,grt_first_pass_wirelength,20500,um
cells_and_area,register_area,0,um2
floorplanning,die-area,0.0188,mm2
drt,drtIter0Drc,79,
critical_path,cpMaxStageDelayCell,"mux4_2",
pwr,power.density,231,mW/mm2
cells_and_area,layout_top_cells,"clkdlybuf4s50_1, mux4_2, dlygate4sd2_1, buf_6, mux2_4",
cells_and_area,drive_above_1_share,40.7,%
cells_and_area,seq_cells,0,
drt,first_pass_iters,4,
drt,routed_via_density,4.44,
pwr,p_leak,2.30,nW
sta,period_minus_slack,2.14,ns
grt,gr-total-overflow,0,
floorplanning,ios,291,
pwr,p_comb_share,100.0,%
floorplanning,die_x,137,um
critical_path,startpoint,"crtl[0]",
critical_path,start_kind,"input port",
critical_path,path_max_fanout,7,
floorplanning,fp.dieH,137,um
synthesis,post_synth_inst_count,114,
sta,worstMarginPinSlew,0.227,ns
grt,grt_usage,14.6,%
synthesis,synth_top_area_share,50.7,%
drt,ant_nets,0,
synthesis,yosysCellCount,114,
placement,dp_slack,-0.582,ns
critical_path,crit_path_end_kind,"output pin",
critical_path,cp_top_family,"multiplexers",
sta,tns,-5.00,ns
floorplanning,core_area,0.0133,mm2
pwr,power,1.31,mW
critical_path,crit_path_frequent_cell,"buf_6",
synthesis,yosys.area.top_type,"mux4_1",
cells_and_area,fin_util,42.5,%
sta,fin_crit_sh,113,%
synthesis,synth_seq_share,0,%
drt,vias,2730,
placement,dp_hpwl,11600,um
pwr,clkPwrFrac,0,%
worst_hold_path,hold_class,"in -> out",
cells_and_area,clkbuf_count,0,
critical_path,slowest_delay,0.51,ns
critical_path,cp.required,1.52,ns
synthesis,synth_chip_area,0.00207,mm2
clocking,cts_hold_buf,0,
grt,grt_start_max_net_pins,38,
cells_and_area,layout_top_cell,"clkdlybuf4s50_1",
pwr,seq_power_share,0,%
drt,wirelength,14000,um
sta,relSlewSlack,84.9,%
pwr,ir_drop,114,uV
critical_path,cp_data_arrival_time,1.76,ns
pwr,p_int,1.00,mW
sta,slew_violations,0,
pwr,swShare,23.3,%
sta,rsz0062_at_grt,"yes",
sta,finalSetupViolCount,32,
cells_and_area,finish.instance_area,0.00567,mm2
sta,worst_slack,-0.242,ns
synthesis,top_cells_by_area,"mux4_1, mux4_2, mux2_2",
placement,place_congestion,0.926,
cells_and_area,syn2layout_area_growth,173,%
grt,grt_pass1_vias,3332,
critical_path,cp.buffers_inverters,5,
synthesis,syn_area,0.00207,mm2
worst_hold_path,hold_start,"in5[13]",
placement,portBuffers,291,
drt,drc,0,
drt,wire_per_inst,22.7,um
run_status,violations,"negative setup slack",
critical_path,crit_type,"in -> out",
pwr,p_sw,0.305,mW
synthesis,synth_cell_types,7,
floorplanning,num_rows,42,
## synthesized netlist by cell type
library cell,n
clkbuf_1,2
mux2_2,32
buf_2,1
buf_6,7
mux4_2,24
mux4_1,40
buf_1,8
## per-layer routing
| layer | part of all wire [%] | GRT usage, % | wire [um] |
|---|---|---|---|
| met5 | 0.093 | 0 | 13 |
| met4 | 0.46 | 0.527 | 64 |
| met3 | 15 | 7.44 | 2070 |
| met2 | 50 | 25.2 | 7040 |
| met1 | 34 | 16.8 | 4770 |
## area by class of cell
| cell class | instances | area (um2) |
|---|---|---|
| Fill cell | 1273 | 7680 |
| Timing Repair Buffer | 339 | 3510 |
| Multi-Input combinational cell | 96 | 1930 |
| Tap cell | 176 | 220 |
| Antenna cell | 4 | 10.0 |
## per-stage QoR
stage / std cells / hold WS, ns
finish: 615 / 1.29
floorplan: 114 / 1.05
CTS: 614 / 1.35
global route: 614 / 1.32
detailed placement: 583 / 1.70
global placement: 583 / 1.69
## logic make-up (layout without fill, tap and decap cells)
| kind of cell | count (synthesis) | after routing | share of synthesized area [%] |
|---|---|---|---|
| muxes | 96 | 96 | 94.1 |
| buffers and inverters | 18 | 339 | 5.85 |
| other | 0 | 4 | 0 |
## power groups by stage
stage / clock network, mW / logic [mW] / registers, mW
6_report: 0.000000282 / 1.31 / 0
5_1_grt: 0.000000211 / 1.40 / 0
4_1_cts: 0 / 1.32 / 0
## repair_timing
item,CTS,global route
resized,255,20
setup endpoints to repair,32,32
cloned,5,0
buffers inserted,28,4
hold endpoints to repair,0,0
## path summary, 6_finish.rpt
check / endpoint / slack (ns) / cells after the start
max: out[3] / -0.24 / 7
min: out[13] / 1.29 / 4
## worst min-delay path, stage by stage
cell and delay [ns]:
dlymetal6s2s_1 0.08, mux4_2 0.23, mux2_4 0.14, buf_6 0.07
Power is estimated from default activity; no workload was simulated.
